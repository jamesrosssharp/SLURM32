$ cat /design/flow/run.sh
#!/bin/bash
# OpenROAD 26Q1-2900-gdf79404cd8, Yosys 0.63+post, stock flow scripts
make -C /OpenROAD-flow-scripts/flow DESIGN_CONFIG=/design/flow/config.mk WORK_HOME=/design/flow/orfs finish
$ cat /design/flow/config.mk
export PLATFORM = sky130hd
export DESIGN_NAME = slurm32_cpu_registers
export DESIGN_NICKNAME = slurm32_cpu_registers
export VERILOG_FILES = /design/flow/design.v
export SDC_FILE = /design/flow/constraint.sdc
export NUM_CORES = 4
export LEC_CHECK = 1
export CORE_UTILIZATION = 30
export SYNTH_MEMORY_MAX_BITS = 65536
$ cat /design/flow/constraint.sdc
current_design slurm32_cpu_registers

set clk_period 36.1
set clk_io_pct 0.2

create_clock -name clk0 -period $clk_period [get_ports {CLK}]

set non_clock_inputs [all_inputs -no_clocks]
set_input_delay [expr $clk_period * $clk_io_pct] -clock clk0 $non_clock_inputs
set_output_delay [expr $clk_period * $clk_io_pct] -clock clk0 [all_outputs]
$ cat /design/flow/design.v
module slurm32_cpu_registers
#(parameter REG_BITS = 8  , parameter BITS = 32  )
(
	input CLK,
	input RSTb,
	input [REG_BITS - 1 : 0] regIn_sel,
	input [REG_BITS - 1 : 0] regOutA_sel,
	input [REG_BITS - 1 : 0] regOutB_sel,	
	output [BITS - 1 : 0] regOutA_data,
	output [BITS - 1 : 0] regOutB_data,
	input  [BITS - 1 : 0] regIn_data
);
reg [BITS - 1: 0] outA;
reg [BITS - 1: 0] outB;
assign regOutA_data = outA;
assign regOutB_data = outB;
reg [BITS - 1: 0] regFileA [2**REG_BITS - 1 : 0];
reg [BITS - 1: 0] regFileB [2**REG_BITS - 1 : 0];
always @(posedge CLK)
begin
	regFileA[regIn_sel] <= regIn_data;
	regFileB[regIn_sel] <= regIn_data;
	if (regOutA_sel == 4'd0)
		outA <= 16'h0;
	else
		outA <= regFileA[regOutA_sel];
	if (regOutB_sel == 4'd0)
		outB <= 16'h0;	
	else
		outB <= regFileB[regOutB_sel];
	end
endmodule
==> summary.txt <==
Figures from the flow reports.

Clocking:
- The run gives the CTS tree as yes.
- The run gives the number of buffers on the longest clock path as 5.
- The run puts the total of cells resized after clock tree synthesis at 0.
- The number of clock buffers added by TritonCTS is 859.
- The run puts the clock slew at the register clock pins of the worst setup and hold paths at 0.06 ns.
- The run gives the number of buffers inserted to repair setup after CTS as 0.
- The run puts the count of H-tree levels built during CTS at 6.
- According to the CTS report, the clock sink count is 8256.
- The tree is rooted in a clkbuf_16.
- The run puts the clock insertion delay at the later pin of the skew report at 1.16 ns.
- The number of hold buffers added after CTS was 0.

STA:
- The run gives the post-route setup TNS as 0 ns.
- The run puts the share of the clock period used by the worst path at 41.0%.
- The most critical hold endpoint after final layout shows a slack of 0.872 ns.
- The run puts the number of setup violations in the final report at 0.
- Per the final timing report, the hold violations number 0.
- The run gives the pin slew with the least headroom to its limit as 1.65 ns.
- Setup repair after global routing left no endpoint under its margin.
- The run puts the max-slew headroom at the worst pin at -9.86%.
- For the final database, setup skew stands at 0.118 ns.
- The run gives the number of max-slew violations in the final report as 2.
- The worst path in the final design needs a cycle of 14.80 ns, including I/O delays and setup.
- The run puts the timing-limited maximum frequency at 67.6 MHz.

Worst setup path:
- The run puts the worst-case register-to-register setup slack at 31.57 ns.
- For the worst reg-to-reg path, the startpoint reported by OpenROAD is regFileB[5][2].
- The run puts the critical path data required time at 37.15 ns.
- Counting stages on the worst path, the most repeated cell is buf_4.
- The run puts the largest stage delay on the critical path at 0.73 ns.
- STA classifies the critical path endpoint as a flip-flop.
- Among all stages on the critical path, the largest delay is contributed by buf_4.
- The run gives the data arrival time at the worst-slack endpoint as 15.84 ns.
- Grouping stages by cell kind, the critical path spends the most delay in buffers and inverters.
- The worst setup path is launched from an input port.
- The run gives the launching instance or port of the critical path as regOutA_sel[0].
- The run gives the destination of the worst register-to-register timing path as outA[2].
- The run puts the total number of cells along the worst setup path at 18.
- The run gives the highest net fanout along the worst path as 64.
- In this run the critical path is formed by buf_16 > buf_4 > buf_4 > buf_4 > buf_4 > buf_4 > buf_12 > buf_4 > buf_4 > buf_4 > mux2i_1 > a221o_1 > nand2_1 > a222oi_1 > o21ai_0 > buf_4 > o211ai_1 > o31ai_1.
- The run gives the startpoint-to-endpoint class of the critical path as input port to flip-flop.
- For reference, the critical path is captured by outA[6].
- The script reports the combined buffer and inverter count of the critical path as 11.
- The run puts the worst reg-to-reg path cell count at 6.

Layout:
- The run puts the combined area of the multi-input logic cells at 127000 um^2.
- The run gives the area growth from synthesis to final layout as 14.6%.
- The run gives the register area as 247000 um^2.
- The run puts the final core utilization at 34.5%.
- The final layout report lists a filler cell count of 116k.
- The finished layout holds 37.5k standard cells, fillers aside.
- Cells with a size suffix above 1 make up 34.4% of the layout.

Logic synthesis:
- The run puts the gate count after technology mapping at 18.9k.
- Sorting the synthesis cell report by count puts at the top edfxtp_1.
- The run gives the post-synthesis sequential element count as 8256.
- Yosys reports a chip area of 381000 um^2.
- The run gives the number of cells in the yosys synthesis report as 18.9k.
- Sorting the synthesized cells by how often they occur yields edfxtp_1, mux4_2, mux2i_1.
- By area the synthesized netlist is led by edfxtp_1, mux4_2, mux2i_1.
- Before any placement, the netlist area is recorded as 381000 um^2.
- The run gives the commonest register cell after synthesis as edfxtp_1.
- The gate-level netlist out of Yosys references 81 unique cell types.
- The run puts the tally of yosys warning messages at 1.
- The run gives the synthesized area divided by synthesized cell count as 20.2 um^2.
- The run puts the async set-reset flop share out of synthesis at 0%.
- edfxtp_1 takes more of the synthesized area than any other cell.
- The run gives the share of the yosys chip area belonging to registers as 65.0%.
- The run gives the area share of the largest cell type after synthesis as 64.6%.
- The run gives the number of synthesized flops with an enable pin as 8192.

Drt:
- In the routed layout, each cell is associated on average with a via count of 5.88.
- The run puts the routed wire length at 1510 mm.
- The run gives the routed wire length on met2 as 637 mm.
- The run gives the DRC violation count after routing as 0.
- The run gives the post-detailed-route wirelength per cell as 40.2 um.
- The run gives the total routed wire length on the met1 layer as 388 mm.
- The run puts the first-pass detailed-route iteration total at 6.
- The count of nets left with antenna violations once routing finished came out at 0.
- The run puts the routed length on met3 at 339 mm.
- In this run the top signal layer used is met5.
- The run gives the number of DRC markers after the initial detailed-route iteration as 16.7k.
- The run gives the detailed-route via count as 221k.

Placed design:
- The run gives the placed instance count as 35.6k.
- For this run the detailed placement stage logged an HPWL of 957 mm.
- The run puts the routability congestion estimate at 1.02.
- The run puts the port buffer count at 120.

Die:
- In this run the vertical extent of the chip is 1.13 mm.
- The run puts the number of rows in the core area at 413.
- The run puts the floorplan core density at 30.1%.
- The run puts the die area at 1270000 um^2.
- The run gives the I/O pin count as 122.
- The run gives the placeable core area as 1260000 um^2.
- The run puts the horizontal die size at 1.13 mm.

Global route:
- Entering global routing, the biggest net connects 117 pins.
- The run gives the via count of the first global-routing pass as 242k.
- Global routing used 25.2% of the available tracks across all layers.
- The run gives the total congestion overflow as 0.
- The run puts the first-pass GRT wire length at 2030 mm.
- The number of antenna violations at the first check in global routing was 165.

Power and ir drop:
- The run gives the total design power as 0.0216 W.
- In this run the VDD rail shows a maximum IR drop of 0.0000446 V.
- The leakage component of the power was reported as 136 nW.
- In this run the power density over the cells is 49.4 nW/um^2.

Job:
- The run puts the count of max-cap constraint violations at 1.
- The run puts the number of warnings in the stage logs at 33.

Status:
- The final reports fail on max-capacitance violations, max-slew violations.
- The run finished, with violations left.

Min path:
- The most critical min-delay path falls under flip-flop to flip-flop.
==> layout by cell type, fill, tap and decap left out, drive strengths merged, types with 28 or more instances in the layout <==
cell / n
dfxtp: 64
inv: 49
nand3: 131
nor3: 86
o21ai: 272
a211oi: 103
a31oi: 35
clkinvlp: 28
nor2b: 38
o221ai: 144
nand2: 636
a2111oi: 60
buf: 1430
edfxtp: 8192
a221o: 31
clkbuf: 1058
clkinv: 394
diode: 284
o211ai: 50
o22ai: 394
clkdlybuf4s50: 72
mux2i: 1505
mux4: 3937
bufinv: 72
a22oi: 263
a21oi: 338
a221oi: 163
nor2: 506
==> worst min-delay path by stage <==
stage                      from       end  slack, ns  cells after the start
global route  regFileB[113][17]  outB[17]       0.97                      4
CTS           regFileB[113][17]  outB[17]       0.88                      4
finish        regFileB[112][17]  outB[17]       0.87                      4
==> cells by family after synthesis <==
family | after synthesis | synth area share, %
simple gates | 1488 | 1.63
compound gates | 2093 | 3.81
buf+inv | 1568 | 2.28
flops | 8256 | 65.0
mux | 5466 | 27.3
==> cell type report <==
type	instances	share of cell area (%)
Antenna cell	284	0.163
Tap cell	16807	4.82
Clock inverter	518	1.03
Multi-Input combinational cell	9047	29.2
Sequential cell	8256	56.7
Timing Repair Buffer	1503	2.81
Inverter	25	0.0313
Clock buffer	1057	5.23
==> where the power goes <==
part           internal, W  leakage, nW  switching (W)
sequential          0.0106         74.2      0.0000596
combinational     0.000697         48.2        0.00140
clock              0.00498         13.4        0.00383
total               0.0163          136        0.00530
==> flip-flops by register name, summed over array words and instances (netlist names) <==
| name | flops |
|---|---|
| regFileB | 8160 |
| outA | 32 |
| outB | 32 |
| regFileA | 32 |
==> worst min-delay path, delay by kind of cell, from the launching register on <==
family	cells	cell delay (ns)
muxes	1	0.07
AOI/OAI and AO/OA	3	0.43
DFF	1	0.34
==> per-layer routing <==
metal  vias to the layer above  track usage (%)
met5                         -             9.51
met4                       279             16.6
met3                      4190             25.5
met2                     20058             33.6
met1                    111651             21.7
li1                      84333                -
==> through the flow <==
stage	worst slack (ns)	cell area, um^2
2_1_floorplan	26.42	381000
3_3_place_gp	20.06	408000
3_5_place_dp	19.99	408000
4_1_cts	21.18	435000
5_1_grt	20.74	436000
6_report	21.30	436000
Power is estimated from default activity; no workload was simulated.
