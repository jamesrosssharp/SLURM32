--- /design/flow/config.mk ---
export PLATFORM = sky130hd
export DESIGN_NAME = slurm32_cpu_execute
export DESIGN_NICKNAME = slurm32_cpu_execute
export VERILOG_FILES = /design/flow/design.v
export SDC_FILE = /design/flow/constraint.sdc
export NUM_CORES = 4
export LEC_CHECK = 1
export CORE_AREA = 10 10 174 174
export DIE_AREA = 0 0 184 184
--- /design/flow/constraint.sdc ---
current_design slurm32_cpu_execute

set clk_period 27.8
set clk_io_pct 0.2

create_clock -name clk0 -period $clk_period [get_ports {CLK}]

set non_clock_inputs [all_inputs -no_clocks]
set_input_delay [expr $clk_period * $clk_io_pct] -clock clk0 $non_clock_inputs
set_output_delay [expr $clk_period * $clk_io_pct] -clock clk0 [all_outputs]
--- /design/flow/design.v ---
module slurm32_cpu_execute #(parameter REGISTER_BITS = 4, BITS = 32, ADDRESS_BITS = 32)
(
	input CLK,
	input RSTb,
	input [BITS - 1:0] instruction,		 
	input instruction_is_nop,
	input Z,
	input C,
	input S,
	input V,
	input [BITS - 1:0] regA,
	input [BITS - 1:0] regB,
	input [23:0] imm_reg,
	output load_memory,
	output store_memory,
	output [ADDRESS_BITS - 3:0] load_store_address,  
	output [BITS - 1:0] memory_out,
	output [3:0] memory_mask,
	output reg [4:0] aluOp,
	output reg [BITS - 1:0] aluA,
	output reg [BITS - 1:0] aluB,
	output reg load_pc,
	output reg [ADDRESS_BITS - 1:0] new_pc,
	output reg interrupt_flag_set,
	output reg interrupt_flag_clear,
	output reg halt,
	output reg cond_pass = 1'b0
);
localparam NOP_INSTRUCTION 		= {BITS{1'b0}};
localparam LINK_REGISTER   		= 8'd31;
localparam INTERRUPT_LINK_REGISTER   	= 8'd30;
localparam R0 				= {REGISTER_BITS{1'b0}};
localparam IRET_INSTRUCTION		= 32'h01000001;
localparam INSTRUCTION_CASEX_NOP			= NOP_INSTRUCTION;
localparam INSTRUCTION_CASEX_RET_IRET			= 32'h01xxxxxx;
localparam INSTRUCTION_CASEX_ALUOP_SINGLE_REG		= 32'h04xxxxxx;
localparam INSTRUCTION_CASEX_INTERRUPT			= 32'h05xxxxxx;
localparam INSTRUCTION_CASEX_INTERRUPT_EN		= 32'h06xxxxxx;
localparam INSTRUCTION_CASEX_SLEEP			= 32'h07xxxxxx;
localparam INSTRUCTION_CASEX_IMM			= 32'h1xxxxxxx;
localparam INSTRUCTION_CASEX_ALUOP_REG_REG		= 32'h2xxxxxxx;
localparam INSTRUCTION_CASEX_ALUOP_REG_IMM		= 32'h3xxxxxxx;
localparam INSTRUCTION_CASEX_BRANCH			= 32'h4xxxxxxx;
localparam INSTRUCTION_CASEX_BYTE_HALFWORD_LOAD_STORE	= 32'h8xxxxxxx;
localparam INSTRUCTION_CASEX_TWO_REG_COND_ALU		= 32'h9xxxxxxx;
localparam INSTRUCTION_CASEX_LOAD			= 32'hcxxxxxxx;
localparam INSTRUCTION_CASEX_STORE			= 32'hdxxxxxxx;
localparam COND_EQ  = 4'b0000;	 
localparam COND_Z   = 4'b0000;   
localparam COND_NZ  = 4'b0001;	 
localparam COND_NE  = 4'b0001;	 
localparam COND_S   = 4'b0010;	 
localparam COND_NS  = 4'b0011;   
localparam COND_C   = 4'b0100;   
localparam COND_LTU = 4'b0100;   
localparam COND_NC  = 4'b0101;	 
localparam COND_GEU = 4'b0101;   
localparam COND_V   = 4'b0110;    
localparam COND_NV  = 4'b0111;   	
localparam COND_LT  = 4'b1000;   
localparam COND_LE  = 4'b1001;   	
localparam COND_GT  = 4'b1010;   
localparam COND_GE  = 4'b1011;   
localparam COND_LEU = 4'b1100;   
localparam COND_GTU = 4'b1101;   
localparam COND_A   = 4'b1110;   
localparam COND_L   = 4'b1111;   	
localparam ALU5_MOV  = 5'd0;  
localparam ALU5_ADD  = 5'd1;  
localparam ALU5_ADC  = 5'd2;  	
localparam ALU5_SUB  = 5'd3;  
localparam ALU5_SBB  = 5'd4;  
localparam ALU5_AND  = 5'd5;  
localparam ALU5_OR   = 5'd6;  
localparam ALU5_XOR  = 5'd7;  	
localparam ALU5_MUL  = 5'd8;  	
localparam ALU5_MULU = 5'd9;  
localparam ALU5_RRN  = 5'd10;  
localparam ALU5_RLN  = 5'd11;  
localparam ALU5_CMP  = 5'd12;  
localparam ALU5_TST  = 5'd13;  
localparam ALU5_UMULU = 5'd14;  
localparam ALU5_BSWAP = 5'd15;
localparam ALU5_ASR = 5'd16;  
localparam ALU5_LSR = 5'd17;  
localparam ALU5_LSL = 5'd18;  
localparam ALU5_ROLC = 5'd19;  
localparam ALU5_RORC = 5'd20;  
localparam ALU5_ROL  = 5'd21;  
localparam ALU5_ROR  = 5'd22;  
localparam ALU5_CC   = 5'd23;  
localparam ALU5_SC   = 5'd24;  
localparam ALU5_CZ   = 5'd25;  
localparam ALU5_SZ   = 5'd26;  
localparam ALU5_CS   = 5'd27;  
localparam ALU5_SS   = 5'd28;  
localparam ALU5_STF  = 5'd29;  
localparam ALU5_RSF  = 5'd30;  
function is_branch_link_from_ins;
input [15:0] ins;
	is_branch_link_from_ins = (ins[27:24] == COND_L) ? 1'b1 : 1'b0;
endfunction
function [4:0] alu_op_from_ins;
input [31:0] ins;
begin
	alu_op_from_ins = {1'b0, ins[27:24]}; 
end
endfunction
function [7:0] reg_src_from_ins;
input [31:0] ins;
begin
	reg_src_from_ins = ins[15:8];
end
endfunction
function [7:0] reg_src2_from_ins;
input [31:0] ins;
begin
	reg_src2_from_ins = ins[7:0];
end
endfunction
function [7:0] reg_dest_from_ins;
input [31:0] ins;
begin
	reg_dest_from_ins = ins[23:16];
end
endfunction
function [7:0] reg_branch_ind_from_ins;
input [31:0] ins;
begin
	reg_branch_ind_from_ins = ins[15:8];
end
endfunction
function is_ret_or_iret;
input [31:0] ins;
		is_ret_or_iret = ins[0];	 
endfunction
function uses_flags_for_branch;
input [31:0] ins;
begin
	case(ins[27:24])
		COND_A,  COND_L:
			uses_flags_for_branch = 1'b0;
		default:
			uses_flags_for_branch = 1'b1;
	endcase
end
endfunction
function [4:0] single_reg_alu_op_from_ins;
input [31:0] ins;
begin
	single_reg_alu_op_from_ins = {1'b1, ins[11:8]}; 
end
endfunction
function eval_cond;
input [3:0] cond;
input Z_in;
input S_in;
input C_in;
input V_in;
begin
	case(cond)
		COND_EQ :		 
			if (Z_in == 1'b1) eval_cond = 1'b1;
			else eval_cond = 1'b0;
		COND_NE :		 
			if (Z_in == 1'b0) eval_cond = 1'b1;
			else eval_cond = 1'b0;
		COND_S:		 
			if (S_in == 1'b1) eval_cond = 1'b1;
			else eval_cond = 1'b0;
		COND_NS:		 
			if (S_in == 1'b0) eval_cond = 1'b1;
			else eval_cond = 1'b0;
		COND_C:		 
			if (C_in == 1'b1) eval_cond = 1'b1;
			else eval_cond = 1'b0;
		COND_NC:		 
			if (C_in == 1'b0) eval_cond = 1'b1;
			else eval_cond = 1'b0;
		COND_V:		 
			if (V_in == 1'b1) eval_cond = 1'b1;
			else eval_cond = 1'b0;
		COND_NV:		 
			if (V_in == 1'b0) eval_cond = 1'b1;
			else eval_cond = 1'b0;
		COND_LT:		 
			if ((S_in ^ V_in) == 1'b1) eval_cond = 1'b1;
			else eval_cond = 1'b0;
		COND_LE:		 
			if ((Z_in == 1'b1) || (S_in ^ V_in)) eval_cond = 1'b1;
			else eval_cond = 1'b0;
 		COND_GT:		 
			if ((S_in == V_in) && Z_in == 1'b0) eval_cond = 1'b1;
			else eval_cond = 1'b0;	
		COND_GE:		 
			if (S_in == V_in) eval_cond = 1'b1;
			else eval_cond = 1'b0;	
  		COND_LEU:		 
			if (C_in == 1'b1 || Z_in == 1'b1) eval_cond = 1'b1;
			else eval_cond = 1'b0;	
		COND_GTU:		 
			if (C_in == 1'b0 && Z_in == 1'b0) eval_cond = 1'b1;
			else eval_cond = 1'b0;	
		COND_A:		 
			eval_cond = 1'b1;
		COND_L:		 
			eval_cond = 1'b1; 	
		default:	
  			eval_cond = 1'b0;
	endcase
end
endfunction
function alu_cond_pass_from_ins;
input [31:0] instruction;
input Z;
input S; 
input C; 
input V;
begin
	alu_cond_pass_from_ins = eval_cond(instruction[19:16], Z, S, C, V);
end 
endfunction
function branch_taken_from_ins;
input [31:0] instruction;
input Z;
input S; 
input C; 
input V;
begin
	branch_taken_from_ins = eval_cond(instruction[27:24], Z, S, C, V);
end 
endfunction
function is_interrupt_enable_disable;
input [31:0] ins;
		is_interrupt_enable_disable = ins[0];	 
endfunction
reg [4:0] aluOp_next;
reg [BITS - 1:0] aluA_next;
reg [BITS - 1:0] aluB_next;
always @(posedge CLK)
begin
	if (RSTb == 1'b0) begin
		aluOp <= 5'd0;
		aluA <= {BITS{1'b0}};
		aluB <= {BITS{1'b0}};
	end else begin
		aluOp <= aluOp_next;
		aluA <= aluA_next;
		aluB <= aluB_next;
	end
end
always @(*)
begin
	cond_pass = 1'b0;
	aluA_next = regA;
	aluB_next = regB;
	aluOp_next = 5'd0;  
	if (!instruction_is_nop)
		casex (instruction)
			INSTRUCTION_CASEX_ALUOP_SINGLE_REG:	begin  
				aluOp_next 	= single_reg_alu_op_from_ins(instruction);
			end
			INSTRUCTION_CASEX_ALUOP_REG_REG:   begin  
				aluOp_next 	= alu_op_from_ins(instruction);
			end
			INSTRUCTION_CASEX_ALUOP_REG_IMM:	begin	 
				aluB_next 	= {imm_reg, instruction[7:0]};
				aluOp_next 	= alu_op_from_ins(instruction);
			end
			INSTRUCTION_CASEX_TWO_REG_COND_ALU:	begin  
				if (alu_cond_pass_from_ins(instruction, Z, S, C, V) == 1'b1) begin
					aluOp_next 	= alu_op_from_ins(instruction);
					cond_pass = 1'b1;
				end
			end
			default: ;
		endcase
end
always @(*)
begin
	load_pc = 1'b0;
	new_pc = {ADDRESS_BITS{1'b0}};
	if (!instruction_is_nop)
		casex(instruction)
			INSTRUCTION_CASEX_BRANCH: begin
				if (branch_taken_from_ins(instruction, Z, S, C, V) == 1'b1) begin
						new_pc = regA + imm_reg;
						load_pc = 1'b1;
				end
			end
			INSTRUCTION_CASEX_RET_IRET: begin
				new_pc = regA;
				load_pc = 1'b1;
			end
		endcase
end
assign load_memory = 1'b0;
assign store_memory = 1'b0;
always @(*)
begin
	interrupt_flag_set = 1'b0;
	interrupt_flag_clear = 1'b0;
	if (! instruction_is_nop)
		casex (instruction) 
			INSTRUCTION_CASEX_INTERRUPT_EN: begin
				if (is_interrupt_enable_disable(instruction) == 1'b0)
					interrupt_flag_clear = 1'b1;
				else 
					interrupt_flag_set = 1'b1;
			end
			INSTRUCTION_CASEX_RET_IRET:	begin	 
				if (is_ret_or_iret(instruction) == 1'b1)
					interrupt_flag_set = 1'b1;  
			end
			INSTRUCTION_CASEX_SLEEP: begin
				interrupt_flag_set = 1'b1;
			end
			INSTRUCTION_CASEX_INTERRUPT: begin
				interrupt_flag_clear = 1'b1;
			end
			default: ;
		endcase
end
always @(*)
begin
	halt = 1'b0;
	if (! instruction_is_nop)
		casex(instruction)
			INSTRUCTION_CASEX_SLEEP: begin
				halt = 1'b1;	
			end
		endcase
end
endmodule
--- /design/flow/run.sh ---
#!/bin/bash
# OpenROAD 26Q1-2900-gdf79404cd8, Yosys 0.63+post, stock flow scripts
make -C /OpenROAD-flow-scripts/flow DESIGN_CONFIG=/design/flow/config.mk WORK_HOME=/design/flow/orfs finish
==> impl_metrics.csv <==
group,metric,value,unit
synthesis,ys.flops,69,
routing,vias,5255,
final_timing,setup_viol,0,
global_route,grt_overflow,0,
worst_hold_path,hold_class,"input pin to register",
synthesis,yosys.area.top_type,"dfxtp_1",
cts,hold_buffers,0,
cts,cts-buffers-inserted,9,
pwr,combPwrFrac,0.265,
routing,routed_wl,21100,um
place,portBuffers,224,
final_timing,slew_headroom,0.495,
final_timing,fmax,67.0,MHz
critical_path,critPathBufInv,3,
die,core,26300,um^2
pwr,power.clock.fraction,0.394,
finish,logic_area,3330,um^2
routing,dr.first_iter.drc_count,238,
critical_path,worstPathArrival,9360,ps
final_timing,fin_tns_setup,0,ps
routing,wire_per_inst,17.4,um
global_route,grt_usage,0.120,
synthesis,async_flop_share,0,
final_timing,period_needed,14920,ps
pwr,p_leak,0.00303,uW
routing,drc,0,
global_route,antenna_found_initial,2,
job,warning_count,33,
global_route,grt_pass1_vias,5437,
critical_path,crit_path_start_kind,"input pin",
global_route,grt_first_pass_wirelength,31600,um
synthesis,synthCells,675,
synthesis,ys_top_cells_by_count,"118 x nand2_1, 69 x dfxtp_1, 68 x buf_4",
synthesis,yosys_warnings,67,
critical_path,slowest_stage,"clkdlybuf4s50_1",
critical_path,worstPathCellList,"clkdlybuf4s50_1 -> ha_1 -> inv_1 -> fa_1 -> nand2b_1 -> a21oi_1 -> a2111oi_2 -> o21ai_0 -> a221oi_4 -> or4b_1 -> nand3_1 -> clkdlybuf4s50_1",
critical_path,cpPeakStageDelay,540,ps
routing,dr.pass1.iters,4,
cts,ctsResizeCount,0,
pwr,seq_power_share,0.342,
cts,cts_tree,"built",
place,dpl.hpwl,16800,um
cts,h-tree-depth,3,
cts,root_buffer,"clkbuf_16",
synthesis,ys_seq_share,0.266,
pwr,p_sw,87.1,uW
finish,area_growth,49.8,%
final_timing,holdWs,5780,ps
place,gp_congestion,0.894,
die,fp_util,0.197,
synthesis,edf_count,0,
synthesis,syn_area,5190,um^2
cts,clockBufferDepth,2,
routing,ant_nets,0,
critical_path,worstPathMaxFanout,8,
critical_path,cp_top_family,"AND-OR/OR-AND gates",
job,max_cap_violations,0,
synthesis,synth-area-yosys,5190,um^2
synthesis,ys.flop_type,"dfxtp_1",
die,rows,59,
synthesis,topCellsByArea,"dfxtp_1 27%, buf_4 9.8%, nand2_1 8.5%",
finish,fill_cells,2767,
die,io_pins,301,
synthesis,most_common_cell,"nand2_1",
pwr,internal-power,221,uW
critical_path,required,22240,ps
run_status,status,"complete, no violations",
cts,cts_sinks,69,
pwr,ir_worst_vdd,0.0213,mV
synthesis,yosys_cells,675,
cts,cts_setup_buffers,0,
final_timing,tightest_slew,748,ps
critical_path,crit_type,"input pin to output pin",
cts,clk_pin_slew_worst_paths,70,ps
final_timing,final_hold_viol_count,0,
synthesis,synth_top_area_share,0.266,
finish,seqCellArea,1380,um^2
pwr,power.density,39.6,nW/um^2
final_timing,rsz0062_at_grt,"no",
critical_path,cp-end-kind,"output pin",
final_timing,period_used_share,0.537,
finish,drive_gt1_frac,0.0476,
pwr,swShare,0.283,
die,die_area,33900,um^2
synthesis,syn_avg_cell_area,7.69,um^2
final_timing,finalMaxSlewViolations,0,
routing,vias_per_cell,4.31,
die,die_w,184,um
global_route,grt_max_degree,67,
critical_path,path_common_cell,"clkdlybuf4s50_1",
synthesis,ys_types,70,
die,die_h,184,um
[cells by family after synthesis]
kind of cell / count (synthesis) / synth area share
simple gates: 261 / 0.247
compound gates: 172 / 0.233
buf+inv: 120 / 0.144
flops: 69 / 0.266
fa+ha+maj: 25 / 0.0617
xor+xnor: 22 / 0.0371
mux: 5 / 0.00989
other cells: 1 / 0.000723
[registers in the layout (all words and copies together) (netlist names)]
register	flops
aluOp	5
aluB	32
aluA	32
[through the flow]
stage	util	area (um^2)	power, uW	worst slack (ps)	cells
after floorplan	-	5440	154	14530	742
after global placement	0.284	7470	189	12850	1202
after detailed placement	0.284	7470	189	12860	1202
after CTS	0.296	7770	314	12840	1217
after global routing	0.296	7770	327	12660	1217
final	0.296	7770	308	12880	1218
[worst min-delay path: cells and delay by family]
family	cells	cell delay [ps]
compound gates	1	60
buf+inv	1	400
simple gates	1	50
[final cells by class]
class                      count  area share
antenna                        1    0.000322
clock buffer                  11      0.0325
clock inverter                 4     0.00612
inverter                      13     0.00628
multi-input combinational    553       0.428
sequential                    69       0.178
tap                          335      0.0539
timing repair buffer         232       0.295
[power groups by stage]
stage | clock network (uW) | logic [uW] | registers (uW)
4_1_cts | 126 | 82.5 | 105
5_1_grt | 130 | 90.6 | 106
6_report | 121 | 81.6 | 105
[metal layers]
layer  track usage  routed length [um]  vias up
met5             0                  13        -
met4        0.0115                 180        2
met3        0.0368                1770       16
met2         0.203               10100      197
met1         0.151                9070     2417
li1              -                   -     2623
[cell usage in the layout (no fill, tap or decap), types with 10 or more instances in the layout]
master	n
inv_1	13
xnor2_1	12
nand2_1	118
dfxtp_1	69
xor2_1	10
conb_1	68
nor2_1	39
clkdlybuf4s50_1	223
and2_1	33
o21ai_0	26
a22oi_1	13
nand3_1	13
a21o_1	10
a21boi_0	34
ha_1	24
a21oi_1	29
[worst paths after layout]
path            from                  to  cells past startpoint
max       imm_reg[0]          new_pc[30]                     12
min   instruction[7]  aluB[7]$_SDFF_PN0_                      3
Power figures rest on the tool's default switching activity, not on a simulated workload.
